### flow/design.v
`timescale 1ns / 1ns 
  module LEDcoder( char, LED);
    input wire[3:0] char;
    output reg [7:0] LED;
    always @ (char)
      begin
        case(char) 
          4'b0000 : LED[7:0] <= 8'b00000011 ; 
          4'b0001 : LED[7:0] <= 8'b10011111 ; 
          4'b0010 : LED[7:0] <= 8'b00100101 ; 
          4'b0011 : LED[7:0] <= 8'b00001101 ; 
          4'b0100 : LED[7:0] <= 8'b10011001 ; 
          4'b0101 : LED[7:0] <= 8'b01001001 ; 
          4'b0110 : LED[7:0] <= 8'b01000001 ; 
          4'b0111 : LED[7:0] <= 8'b00011111 ; 
          4'b1000 : LED[7:0] <= 8'b00000001 ; 
          4'b1001 : LED[7:0] <= 8'b00001001 ; 
          4'b1010 : LED[7:0] <= 8'b11111101 ; 
          4'b1011 : LED[7:0] <= 8'b01110001 ; 
          4'b1100 : LED[7:0] <= 8'b11111111 ; 
        endcase 
      end
  endmodule
module anodoi(clk,HEX3,HEX2,HEX1,HEX0,AN3,AN2,AN1,AN0,myHex);
  input wire clk;
  input wire [7:0] HEX3,HEX2,HEX1,HEX0;
  output reg [7:0] myHex;
  output reg AN3,AN2,AN1,AN0;
  integer cycles;
  reg [2:0] current_state, next_state;
  parameter w_closed=3'b100,
  			w_openAN3=3'b011,
  			w_openAN2=3'b010, 
  			w_openAN1=3'b001,
  			w_openAN0=3'b000;
    initial
    begin
      AN0=1;
      AN1=1;
      AN2=1;
      AN3=1;
      myHex=0;
      cycles=15;
      current_state=w_closed;
      next_state=w_closed;
    end
  always @(posedge clk)
    begin
      current_state=next_state;
       if (cycles==15)
        begin
          cycles=0;
        end
      else
        cycles=cycles+1;
       case (cycles)
            4'h2: AN3=0;
            4'h3: AN3=1;
            4'h6: AN2=0;
            4'h7: AN2=1;
            4'hA: AN1=0;
            4'hB: AN1=1;
            4'hE: AN0=0;
            4'hF: AN0=1;
            4'h0:myHex=HEX3;
            4'h4:myHex=HEX2;
            4'h8:myHex=HEX1;
            4'hC:myHex=HEX0;
          endcase
    end
  always @(AN3,AN2,AN1,AN0)
    begin
      if (AN3==0)
        next_state=w_openAN3;
      else if (AN2==0)
        next_state=w_openAN2;
      else if (AN1==0)
        next_state=w_openAN1;
      else if (AN0==0)
        next_state=w_openAN0;
      else
        next_state=w_closed;
    end
endmodule
### flow/run.sh
#!/bin/bash
# OpenROAD 26Q1-2900-gdf79404cd8, Yosys 0.63+post, stock flow scripts
make -C /OpenROAD-flow-scripts/flow DESIGN_CONFIG=/design/flow/config.mk WORK_HOME=/design/flow/orfs finish
### flow/config.mk
export PLATFORM = sky130hd
export DESIGN_NAME = anodoi
export DESIGN_NICKNAME = anodoi
export VERILOG_FILES = /design/flow/design.v
export SDC_FILE = /design/flow/constraint.sdc
export NUM_CORES = 4
export LEC_CHECK = 1
export CORE_UTILIZATION = 30
### flow/constraint.sdc
current_design anodoi

set clk_period 6.4
set clk_io_pct 0.2

create_clock -name clk0 -period $clk_period [get_ports {clk}]

set non_clock_inputs [all_inputs -no_clocks]
set_input_delay [expr $clk_period * $clk_io_pct] -clock clk0 $non_clock_inputs
set_output_delay [expr $clk_period * $clk_io_pct] -clock clk0 [all_outputs]
==> out/metrics.csv <==
metric,value,unit
Clock Pin Slew Worst Setup and Hold Paths,80,ps
clk ins delay skew pair,300,ps
total tool warning count,25,
CTS Buffer Depth,2,
Total Power,476,µW
Worst setup SP type,flip-flop,
Init Core Util,30.9,%
crit path DAT,3710,ps
Yosys Instances,273,
Min-Delay Path Class,flip-flop to flip-flop,
design area,3110,µm²
vias in the first global route,1947,
largest net degree at the start of global routing,14,
CTS H-tree lvls,2,
Die Size,8790,µm²
Post-synth seq share,39.6,%
Worst R2R End,myHex[4],
run status,"finished, final reports clean",
R2R depth,8,
Die Ht,93.8,µm
leakage power,0.000998,µW
final setup TNS,0,ps
Placement Cell Area,3030,µm²
Reg2Reg Launch Point,cycles[0],
GRT busiest layer,met2,
Worst Tran Pin Value,664,ps
CTS Hold Bufs,0,
Die X,93.8,µm
min cycle time layout,3670,ps
Root Buffer,clkbuf_8,
Yosys warnings,1,
Area growth syn-to-layout,23.1,%
Mapped Avg Cell Area,9.25,µm²
via density per instance,4.99,
final hold vios,0,
Top Ports,45,
Synth Instances,273,
number of DRC markers in iteration 0,83,
met1 usage in global routing,20.8,%
"Top FF cell, synth",dfxtp_1,
Worst setup EP type,flip-flop,
DP Worst Slack,2740,ps
CTS tree,done,
fmax,272,MHz
Max-slew headroom,55.4,%
Core Area,8180,µm²
CTS sink count,44,
first-pass GRT wire length,9.30,mm
post-CTS setup buffers,0,
drt first pass iters,4,
layout cells sized above 1,6.51,%
crit share post-route,57.4,%
PD cells,153,nW/µm²
RePlAce Congestion,0.954,
"EDFF count, synth",12,
Num CTS Buffers,5,
CTS resizes,0,
min-delay src,cycles[22],
post-layout util,38.0,%
Unique cell types,47,
r2r setup slk,2730,ps
met3 GRT Util,2.72,%
grt total ovfl,0,
Detailed Place HPWL,4.27,mm
PortBufs,44,
WHS Endpoint,cycles[22],
"Max FO, Critical Path",10,
ANT cells,0,
RSZ-0062 raised after global routing,false,
hold path depth,1,
drt wl/cell,13.6,µm
Final ANT Viol Nets,0,
Yosys reg bits,44,
met2 usage in global routing,21.0,%
Yosys Chip Area,2530,µm²
MaxCap Viol Count,0,
initial antenna violation count,0,
Clock Skew,8.66,ps
# setup viols final,0,
Post-Syn Area,2530,µm²
Total Routing Usage GR,13.6,%
VDD IR max,0.0597,mV
num rows,33,
Routed Wire Length,5.59,mm
Critical Path RT,6440,ps
Post-synth ARST share,0,%
vias after detailed routing,2056,
DRC Markers,0,
WS Path Type,flip-flop to flip-flop,
Setup WS post-layout,2730,ps
final max-slew violation count,0,
[worst max-delay path by stage]
stage,from,to
CTS,cycles[0],myHex[4]
finish,cycles[0],myHex[4]
global route,cycles[0],myHex[4]
[synthesized netlist by cell type, types with 3 or more instances]
cell type / count / area, µm²
mux2i_1: 11 / 110
inv_1: 4 / 15.0
and3_1: 11 / 68.8
nand2_1: 20 / 75.1
nand3_1: 15 / 75.1
and4_1: 3 / 26.3
and2_1: 4 / 25.0
edfxtp_1: 12 / 360
or2_2: 4 / 25.0
dfxtp_1: 32 / 641
nand4_1: 13 / 81.3
clkbuf_1: 9 / 33.8
nor2_1: 14 / 52.6
buf_2: 9 / 45.0
nor4_1: 8 / 50.1
o21ai_0: 8 / 40.0
nor3_1: 15 / 75.1
mux2_1: 7 / 78.8
nand4b_1: 3 / 26.3
xor2_1: 12 / 105
o21bai_1: 3 / 22.5
xnor2_1: 26 / 228
[stage by stage]
| stage | std cells | hold WS, ps |
|---|---|---|
| after CTS | 412 | 514 |
| after floorplan | 273 | 472 |
| after global placement | 404 | 502 |
| final | 412 | 514 |
| after detailed placement | 404 | 500 |
| after global routing | 412 | 542 |
[per-layer routing]
| layer | vias up | wire length, µm |
|---|---|---|
| met5 | - | 0 |
| met4 | 0 | 57 |
| met3 | 5 | 416 |
| met2 | 61 | 2330 |
| met1 | 931 | 2780 |
| li1 | 1059 | - |
[sequential cells by signal (all words and copies together) (netlist names)]
name	flops
AN1	1
myHex	8
AN3	1
cycles	32
AN0	1
AN2	1
[logic make-up (layout without fill, tap and decap cells)]
family / count (synthesis) / after routing / synth area share, %
DFF: 44 / 44 / 39.6
muxes: 18 / 18 / 7.48
xor gates and xnor gates: 38 / 38 / 13.2
buffers and inverters: 24 / 58 / 4.01
and+or+nand+nor: 125 / 125 / 28.5
AOI/OAI and AO/OA: 23 / 23 / 6.69
adders and majority gates: 1 / 1 / 0.495
[placed cells by master, fill, tap and decap left out, types with 11 or more instances in the layout]
cell type / netlist / final
mux2i_1: 11 / 11
nand3_1: 15 / 15
nand2_1: 20 / 20
edfxtp_1: 12 / 12
xor2_1: 12 / 12
dfxtp_1: 32 / 32
and3_1: 11 / 11
nor2_1: 14 / 14
xnor2_1: 26 / 26
nand4_1: 13 / 13
clkdlybuf4s50_1: 0 / 44
nor3_1: 15 / 15
[layout make-up]
type,count,area [µm²]
multi-input cells,205,1420
inverters,4,15.0
well taps,105,131
clock buffers,6,72.6
clock inverters,2,11.3
fillers,837,5060
repair buffers,46,455
flip-flops and latches,44,1000
[power breakdown]
| part | switching [µW] | internal, µW |
|---|---|---|
| Combinational | 4.47 | 19.4 |
| Sequential | 0 | 285 |
| Clock | 91.7 | 75.7 |
| Total | 96.1 | 380 |
[critical path: stages, from the launching register on]
cell	delay, ps
dfxtp_1	510
ha_1	290
and3_1	370
nand4_1	240
or3b_1	400
a211oi_1	320
nand4b_1	200
or4b_1	720
mux2_1	370
Power and IR drop assume default switching activity.
